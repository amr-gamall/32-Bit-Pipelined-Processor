<file path="/design/flow/run.sh">
#!/bin/bash
# OpenROAD 26Q1-2900-gdf79404cd8, Yosys 0.63+post, stock flow scripts
make -C /OpenROAD-flow-scripts/flow DESIGN_CONFIG=/design/flow/config.mk WORK_HOME=/design/flow/orfs finish
</file>
<file path="/design/flow/config.mk">
export PLATFORM = sky130hd
export DESIGN_NAME = programCounter
export DESIGN_NICKNAME = programCounter
export VERILOG_FILES = /design/flow/design.v
export SDC_FILE = /design/flow/constraint.sdc
export NUM_CORES = 4
export LEC_CHECK = 1
export CORE_AREA = 10 10 98 98
export DIE_AREA = 0 0 108 108
</file>
<file path="/design/flow/constraint.sdc">
current_design programCounter

set clk_period 1.1
set clk_io_pct 0.2

create_clock -name clk0 -period $clk_period [get_ports {clk}]

set non_clock_inputs [all_inputs -no_clocks]
set_input_delay [expr $clk_period * $clk_io_pct] -clock clk0 $non_clock_inputs
set_output_delay [expr $clk_period * $clk_io_pct] -clock clk0 [all_outputs]
</file>
<file path="/design/flow/design.v">
module instructionMemory (
    input           clk, rst,
    input  [31 : 0] address,
    output [31 : 0] instruction
);
    reg [31 : 0] data [1023 : 0];
    integer  i;
    always @(posedge clk, posedge rst) begin
        if(rst)begin
            data[0] <= 32'b100011_00000_01010_0000000000100000;
            data[1] <= 32'b100011_00000_01011_0000000000100001;
            data[2] <= 32'b100011_00000_01100_0000000000100010;
            data[3] <= 32'b100011_00000_01101_0000000000100011;
            data[4] <= 32'b000100_00000_01101_0000000000000011;
            data[5] <= 32'b000000_01010_01011_01011_00000_100000;
            data[6] <= 32'b000000_01100_01011_01101_00000_100110;
            data[7] <= 32'b000100_00000_00000_1111111111111100;
            data[8] <= 32'b101011_00000_01011_0000000000100100;
            for(i = 9;i < 1024;i++)
                data[i] <= 0;
        end
    end
    assign instruction = data[address];
endmodule
module dataMemory (
    input               clk, rst, writeEnable,
    input      [31 : 0] address, dataWrite,
    output [31 : 0] dataOutput
);
    reg [31 : 0] data [1023 : 0];
    integer  i;
    always @(posedge clk, posedge rst) begin
        if(rst)begin
            data[32]<= 2;
            data[33]<= 0;
            data[34]<= 64;
            data[35]<= 4;
        end
        else if(writeEnable)   
                data[address] <= dataWrite;
    end
    wire [31 : 0] dataTest; assign dataTest = data[36];
    assign dataOutput = data[address];
endmodule
module ALU(
    input      [31 : 0] SrcA, SrcB,
    input      [2 : 0] ALUControl,
    output reg [31 : 0]ALUResult);
localparam 
add = 3'b010,
xorr= 3'b011,
sub = 3'b110,
andd= 3'b000,
orr = 3'b001,  
slt = 3'b111;  
always @(*) begin
    case (ALUControl)
        add :  ALUResult = SrcA + SrcB;
        sub :  ALUResult = SrcA - SrcB;
        andd:  ALUResult = SrcA & SrcB;
        xorr:  ALUResult = SrcA ^ SrcB;
        default: ALUResult = 0;
    endcase
end
endmodule
module registerFile (
    input rst, clk, writeEnable,
    input [31 : 0] dataWrite,
    input [4 : 0] addressWrite, addressA, addressB,
    output reg [31 : 0] dataA, dataB
);
    integer  i;
    reg [31 : 0] registerFileData [31 : 0];
    always @(negedge clk, posedge rst) begin  
        if(rst) begin
            for(i = 0; i < 32; i++)
                registerFileData[i] <= 0;
        end
        else if(writeEnable)
            registerFileData[addressWrite] = dataWrite;
    end
    always@(*)begin
        dataA = registerFileData[addressA];
        dataB = registerFileData[addressB];
    end
    wire [31 : 0] testRegister; assign testRegister = registerFileData[11];
endmodule
module programCounter (
    input clk, rst, en,
    input [31 : 0] dataInput,
    output reg [31 : 0] dataOutput
);
    always @(posedge clk, posedge rst) begin
        if(rst)
            dataOutput <= 0;
        else if(en)
            dataOutput <=  dataInput;
    end
endmodule
module dataPath(
    input              rst, clk,
    input              regWrite, regDst, memWrite, mem2Reg, aluSrcB, pcSrc, enablePC,
    input      [2 : 0] aluControl,
    input      [1 : 0] fad, fbd,
    input              flushD, enableD, flushE,
    output     [4 : 0] rsDH, rtDH, rdEH, rdMH, 
    output     [5 : 0] opcode, funct,   
    output             eq, mem2RegEH, regWriteMH, regWriteEH, regWriteDH
);
    assign regWriteMH = regWriteM;
    assign regWriteEH = regWriteE;
    assign regWriteDH = regWrite;
    reg [31 : 0] PC; always@(posedge clk, posedge rst)if(rst)PC <= 0; else if(!enablePC) PC <= PC + (pcSrc ? immShiftedD : 1);
    wire [31 : 0] instr;
    instructionMemory IM(.clk(clk), .rst(rst), .instruction(instr), .address(PC));
    reg [31 : 0] instrD;
    always @(posedge clk, posedge rst)if((flushD & clk) | rst)instrD <= 0; else if (!enableD)instrD <= instr;
    assign opcodeD = instrD[31 : 26];
    wire [4 : 0] rsD, rtD, rdD; assign rsD = instrD[25 : 21]; assign rtD = instrD[20 : 16]; assign rdD = instrD[15 : 11];
    wire [31 : 0] rsDataD, rtDataD;
    reg  [31 : 0] rsDataFD, rtDataFD;
    registerFile RF(.rst(rst), .clk(clk), .writeEnable(regWriteWB), .addressWrite(writeRegWB),
                .dataWrite(writeRegData), .addressA(rsD), .addressB(rtD), .dataA(rsDataD),
                .dataB(rtDataD));
    wire [31 : 0] immD; assign immD = {instrD[15]?16'hffff : 16'h0000 , instrD[15 : 0]};
    wire [31 : 0] immShiftedD = immD;
    assign eq = &(~(rsDataFD ^ rtDataFD));
    assign funct = instrD[5 : 0];
    assign opcode = instrD[31 : 26];
    always @(*) begin
        case (fad)
            0 : rsDataFD = rsDataD;     
            1 : rsDataFD = aluOutE; 
            2 : rsDataFD = memDataM;
            3 : rsDataFD = aluOutM;
            default: rsDataFD = 0;
        endcase
        case (fbd)
            0 : rtDataFD = rtDataD;     
            1 : rtDataFD = aluOutE; 
            2 : rtDataFD = memDataM;
            3 : rtDataFD = aluOutM;
            default: rtDataFD = 0;
        endcase
    end
    assign rsDH = rsD; 
    assign rtDH = rtD;
    reg [31 : 0] rsDataE, rtDataE, immE;
    reg [5 : 0] rsE, rtE, rdE;
    reg regDstE, aluSrcBE, regWriteE, mem2RegE, memWriteE;
    reg [2 : 0] aluControlE;
    always @(posedge clk, posedge rst)begin
        if(rst | (clk & flushE))begin
            memWriteE   <= 0;
            regWriteE   <= 0;
        end else begin
            rsDataE     <= rsDataFD;
            rtDataE     <= rtDataFD;
            immE        <= immD;
            rsE         <= rsD;
            rtE         <= rtD;
            rdE         <= rdD;
            memWriteE   <= memWrite;
            mem2RegE    <= mem2Reg;
            regDstE     <= regDst;
            aluSrcBE    <= aluSrcB;
            aluControlE <= aluControl;
            regWriteE   <= regWrite;
        end
    end
    wire [31 : 0] operand2; assign operand2 = aluSrcBE?immE : rtDataE;
    wire [31 : 0] aluOutE;
    ALU a(.SrcA(rsDataE), .SrcB(operand2), .ALUControl(aluControlE), .ALUResult(aluOutE));
    wire [4 : 0] writeRegE; assign writeRegE = regDstE?rdE:rtE;
    assign rdEH = writeRegE;
    assign mem2RegEH = mem2RegE;
    reg [31 : 0] aluOutM, rtDataM;
    reg regWriteM, mem2RegM, memWriteM;
    reg [4 : 0] writeRegM;
    always @(posedge clk, posedge rst)begin
        if(rst)begin
            memWriteE   <= 0;
            regWriteE   <= 0;
        end else begin
            aluOutM <= aluOutE;
            rtDataM  <= rtDataE;
            writeRegM<= writeRegE;
            regWriteM<= regWriteE;
            mem2RegM  <= mem2RegE;
            memWriteM<= memWriteE;
        end
    end
    wire [31 : 0] memDataM;    
    dataMemory DM(.clk(clk), .rst(rst), .writeEnable(memWriteM), .address(aluOutM), .dataWrite(rtDataM),
                  .dataOutput(memDataM));
    assign rdMH = writeRegM;
    reg [31 : 0] memDataWB, aluOutWB;
    reg [4 : 0] writeRegWB;
    reg regWriteWB, mem2RegWB;
    always @(posedge clk, posedge rst)begin
        if(rst)begin
            memWriteE   <= 0;
            regWriteE   <= 0;
        end else begin
            regWriteWB <= regWriteM;
            memDataWB  <= memDataM;
            aluOutWB   <= aluOutM;
            writeRegWB <= writeRegM;
            mem2RegWB  <= mem2RegM;
        end
    end
    wire [31 : 0] writeRegData; assign writeRegData = mem2RegWB? memDataWB : aluOutWB;
endmodule
module controlUnit(input [5 : 0] funct, opcode, 
                   input eq,
                   output reg regWrite, regDst, memWrite, mem2Reg, aluSrcB, pcSrc,
                   output reg [2 : 0] aluControl
                  );
localparam rType = 6'b000000,
            lw    = 6'b100011,
            sw    = 6'b101011,
            beq   = 6'b000100;
localparam add = 6'b100000;
localparam sub = 6'b100010;
always @(*)begin
    case (opcode)
        lw:     {pcSrc, regWrite, regDst, memWrite, mem2Reg, aluSrcB, aluControl} = {1'b0, 1'b1, 1'b0, 1'b0, 1'b1, 1'b1, 3'b010};
        sw:     {pcSrc, regWrite, regDst, memWrite, mem2Reg, aluSrcB, aluControl} = {1'b0, 1'b0, 1'b0, 1'b1, 1'b0, 1'b1, 3'b010};
        rType:  {pcSrc, regWrite, regDst, memWrite, mem2Reg, aluSrcB, aluControl} = {1'b0, 1'b1, 1'b1, 1'b0, 1'b0, 1'b0, (funct == add) ? 3'b010 : (funct == sub?3'b110 : 3'b011)};
        beq:    {pcSrc, regWrite, regDst, memWrite, mem2Reg, aluSrcB, aluControl} = {eq, 1'b0, 1'b0, 1'b0, 1'b0, 1'b0, 3'b010};
        default:{pcSrc, regWrite, regDst, memWrite, mem2Reg, aluSrcB, aluControl} = {1'b0, 1'b0, 1'b0, 1'b0, 1'b0, 1'b0, 3'b010};
    endcase
end
endmodule
module hazardUnit(input eq, regWriteEH, regWriteDH, mem2RegEH, regWriteMH,
          input [5 : 0] opcode, 
          input  [4 : 0] rsDH, rtDH, rdEH, rdMH, 
          output flushD, flushE, enableD, enablePC,
          output reg [1 : 0] fad, fbd
         );
    localparam beq   = 6'b000100;
    assign flushD = (opcode == beq) && eq;  
    assign flushE = (mem2RegEH & regWriteEH) & ((rsDH == rdEH) | (rtDH == rdEH));
    assign enableD = (mem2RegEH & regWriteEH) & ((rsDH == rdEH) | (rtDH == rdEH)); 
    assign enablePC = (mem2RegEH & regWriteEH) & ((rsDH == rdEH) | (rtDH == rdEH)); 
    always @(*) begin
        if(regWriteEH && rsDH == rdEH && rdEH)  
            fad = 1;
        else if(regWriteMH && rsDH == rdMH && rdMH)  
            if(mem2RegEH)  
                fad = 2;
            else
                fad = 3;
        else
            fad = 0;
    end
    always @(*) begin
        if(regWriteEH && rtDH == rdEH && rdEH)
            fbd = 1;
        else if(regWriteMH && rtDH == rdMH && rdMH)
            if(mem2RegEH)  
                fbd = 2;
            else
                fbd = 3;
        else
            fbd = 0;
    end
endmodule
module mips(input clk, rst);
    wire [5 : 0] funct, opcode;
    wire         eq, regWrite, regWriteEH, regWriteMH, regWriteDH,
                 regDst, memWrite, mem2RegEH, aluSrcB, pcSrc, flush,
                 mem2RegEE, flushE, enableD, flushD, enablePC;
    wire [2 : 0] aluControl;
    wire [1 : 0] fad, fbd;
    wire [4 : 0] rsDH, rtDH, rdEH, rdMH;
    controlUnit cu(.eq(eq), .regWrite(regWrite), .regDst(regDst),
                   .memWrite(memWrite), .mem2Reg(mem2Reg), .aluSrcB(aluSrcB), 
                   .pcSrc(pcSrc), .aluControl(aluControl), .opcode(opcode),
                   .funct(funct));
    hazardUnit hu(.eq(eq), .regWriteEH(regWriteEH), .regWriteDH(regWriteDH), 
                  .mem2RegEH(mem2RegEH), .regWriteMH(regWriteMH), .opcode(opcode), 
                  .rsDH(rsDH), .rtDH(rtDH), .rdEH(rdEH), .rdMH(rdMH), .flushD(flushD), 
                  .flushE(flushE), .fad(fad), .fbd(fbd), .enableD(enableD), .enablePC(enablePC));
    dataPath    dp(.rst(rst), .clk(clk), .regWrite(regWrite), .regDst(regDst),
                   .memWrite(memWrite), .mem2Reg(mem2Reg), .aluSrcB(aluSrcB), 
                   .pcSrc(pcSrc), .aluControl(aluControl), .fad(fad), .fbd(fbd),
                   .flushE(flushE), .rsDH(rsDH), .rtDH(rtDH), .rdEH(rdEH), .rdMH(rdMH),
                   .opcode(opcode), .funct(funct), .eq(eq), .mem2RegEH(mem2RegEH), 
                   .regWriteMH(regWriteMH), .regWriteEH(regWriteEH),.regWriteDH(regWriteDH),
                   .flushD(flushD), .enableD(enableD), .enablePC(enablePC));
endmodule
</file>
==> flow_summary.json <==
{
  "status": "complete, no violations",
  "mostFrequentLayoutCell": "clkdlybuf4s50_1",
  "dp_hpwl_um": 2540,
  "tightest_slew_ns": 0.183,
  "top_logic_kind": "multiplexers",
  "ys_chip_area_sq_um": 1350,
  "grt_overflow": 0,
  "ys_warn_count": 1,
  "final_layout_top_logic_cells": "clkdlybuf4s50_1, dfrtp_1, mux2_4, clkdlybuf4s15_1, buf_4",
  "final_util": 0.295,
  "grt_pass1_vias": 959,
  "path_buffers": 1,
  "syn_to_final_growth_pct": 67.1,
  "seq_area_sq_um": 801,
  "cts.clk_slew.worst_paths_ns": 0.07,
  "switchingPower_uw": 616,
  "finalClockPeriodUsage": 0.966,
  "die-width_um": 108,
  "power_uw": 2880,
  "pwr-share-seq": 0.470,
  "ys_sh_xor": 0,
  "hold_violations": 0,
  "clock_sink_count": 32,
  "syn_avg_cell_area_sq_um": 19.5,
  "firstDrtPassIters": 2,
  "placementRows": 32,
  "placed_area_sq_um": 2120,
  "layout.cells.non_filler": 257,
  "port_buffers": 66,
  "largest_reg_flops": 32,
  "via_count": 866,
  "crit_required_ns": 0.88,
  "critical_path.endpoint_type": "primary output",
  "clockBufferDepth": 2,
  "clk_latency_ns": 0.27,
  "maxSlewHeadroom": 0.878,
  "gp_congestion": 0.729,
  "p_clk_frac": 0.320,
  "htreeDepth": 2,
  "antenna_left": 0,
  "start_kind": "flop",
  "wire_per_inst_um": 13.8,
  "ys_seq_share": 0.594,
  "die_h_um": 108,
  "ys_ff": 32,
  "combPwrFrac": 0.211,
  "slowest_delay_ns": 0.38,
  "io-pin-count": 67,
  "tritoncts": "yes",
  "synthCells": 69,
  "ir_worst_vdd_uv": 696,
  "grt_pass1_wl_um": 5350,
  "hold_path_class": "input pin to async pin",
  "finalCriticalPeriod_ns": 1.06,
  "hold_buffers": 0,
  "synth.distinct_cells": 6,
  "die_area_sq_um": 11700,
  "dp_cells": 236,
  "ys_sh_simple": 0,
  "leakage_uw": 0.00104,
  "fmax_mhz": 941,
  "critPathKind": "flop to primary output",
  "finalInstanceArea_sq_um": 2250,
  "skew_ns": 0,
  "ys_sh_mux": 0.351,
  "tool_warnings": 25,
  "antenna_found_initial": 0,
  "ys_cells": 69,
  "finalSetupViolations": 0,
  "worstPathCellList": "clkdlybuf4s15_1",
  "regMostFlops": "dataOutput",
  "reg_top3": "dataOutput x32",
  "cp_top_family": "flip-flops",
  "crit_arrival_ns": 0.84,
  "cts-root-buf": "clkbuf_8",
  "cap_violations": 0,
  "synth-adder-area-share": 0,
  "p_int_uw": 2270,
  "grt_use_total": 0.0589,
  "n_antenna_cell": 0,
  "drtIter0Drc": 11,
  "cts_buffers": 5,
  "core_sq_um": 7650,
  "drive_above_1_share": 0.426,
  "grt_max_degree": 33,
  "fill_cells": 783,
  "slew_violations": 0,
  "logic_area_sq_um": 473,
  "yosys.area_share.aoi": 0,
  "sw_frac_of_total": 0.214,
  "netlist_area_sq_um": 1350,
  "crit_slowest_cell": "dfrtp_1",
  "fp_util": 0.176,
  "p_per_area_nw_per_um2": 1280,
  "worstPathMaxFanout": 2,
  "drc": 0,
  "via_per_inst": 3.37,
  "routed_wirelength_um": 3540
}
-- power groups by stage --
stage	combinational, uW	clock [uW]	sequential [uW]
after global routing	659	1040	1360
after CTS	636	995	1350
final	608	921	1350
-- repair_timing --
item / in CTS / in global routing
resized: 64 / 11
pin swaps: 0 / 0
setup buffers: 11 / 2
endpoints found under the hold margin: 0 / 0
setup endpoints to repair: 32 / 12
-- per-layer routing --
metal / wire, um / vias up / global-route usage
met2: 1400 / 49 / 0.0806
met5: 0 / - / 0
met1: 1620 / 409 / 0.0809
li1: - / 405 / -
met3: 496 / 3 / 0.0355
met4: 14 / 0 / 0.00573
-- worst min-delay path: stages --
cell,delay (ns)
clkdlybuf4s50_1,0.40
inv_1,0.09
buf_12,0.21
-- Yosys cell counts --
| cell type | number | area (sq um) |
|---|---|---|
| mux2_4 | 30 | 450 |
| mux2_2 | 2 | 22.5 |
| buf_6 | 1 | 11.3 |
| dfrtp_1 | 32 | 801 |
| buf_12 | 3 | 60.1 |
| inv_1 | 1 | 3.75 |
-- metrics by stage --
step                      hold WS, ns  TNS (ns)  setup slack [ns]
after floorplan                 0.336         0             0.189
after global placement          0.491         0            0.0308
after detailed placement        0.492         0            0.0355
after CTS                       0.278         0           0.00447
after global routing            0.283  -0.00313          -0.00313
final                           0.288         0            0.0369
-- layout make-up --
class,count,share of cell area
timing repair buffer,82,0.336
clock buffer,8,0.0400
sequential,32,0.355
multi-input combinational,32,0.210
tap,102,0.0566
inverter,1,0.00167
-- final timing paths --
check	startpoint	endpoint	slack (ns)	cells after the start
worst max-delay path	dataOutput[3]	dataOutput[3]	0.04	1
min in group clk0	en	dataOutput[11]	0.29	2
worst min register to register	dataOutput[28]	dataOutput[28]	0.51	1
max in group asynchronous	rst	dataOutput[11]	0.63	3
worst max register to register	dataOutput[21]	dataOutput[21]	0.11	3
worst min-delay path	rst	dataOutput[3]	0.29	3
-- cells by family (layout without fill, tap and decap cells) --
group / Yosys count / count (layout)
multiplexers: 32 / 32
buffers and inverters: 5 / 91
flip-flops: 32 / 32
No activity file was given, so power comes from the tool's default toggle rates.
